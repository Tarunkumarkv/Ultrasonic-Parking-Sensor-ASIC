File: flow/config.mk
export PLATFORM = sky130hd
export DESIGN_NAME = echo_counter
export DESIGN_NICKNAME = echo_counter
export VERILOG_FILES = /design/flow/design.v
export SDC_FILE = /design/flow/constraint.sdc
export NUM_CORES = 4
export LEC_CHECK = 1
export CORE_AREA = 10 10 75 75
export DIE_AREA = 0 0 85 85
File: flow/constraint.sdc
current_design echo_counter

set clk_period 3.0
set clk_io_pct 0.2

create_clock -name clk0 -period $clk_period [get_ports {clk}]

set non_clock_inputs [all_inputs -no_clocks]
set_input_delay [expr $clk_period * $clk_io_pct] -clock clk0 $non_clock_inputs
set_output_delay [expr $clk_period * $clk_io_pct] -clock clk0 [all_outputs]
File: flow/design.v
module echo_counter (
    input wire clk, reset,
    input wire echo_pulse,        
    input wire enable_count,      
    output reg [15:0] distance_raw
);
    always @(posedge clk or posedge reset) begin
        if (reset) distance_raw <= 0;
        else if (enable_count && echo_pulse) distance_raw <= distance_raw + 1;
    end
endmodule
File: flow/run.sh
#!/bin/bash
# OpenROAD 26Q1-2900-gdf79404cd8, Yosys 0.63+post, stock flow scripts
make -C /OpenROAD-flow-scripts/flow DESIGN_CONFIG=/design/flow/config.mk WORK_HOME=/design/flow/orfs finish
==> results.yml <==
# implementation run metrics
synth:
  synthSimpleGateAreaFrac_pct: 18.86
  ys_seq_share_pct: 56.94
  ys_sh_xor_pct: 18.68
  top_area_share_pct: 56.94
  ys_top_logic_family: "simple AND/OR/NAND/NOR gates"
  yosysWarnings: 1
  largest_area_cell: "dfrtp_1"
  netlist-cell-type-count: 15
  mux_area_share_pct: 1.601
  yosys-stat-area_um2: 703.2
  syn-cell-area_um2: 703.2
  ys_cells: 62
  syn_inst: 62
  avgSynthCellArea_um2: 11.34
  adder_share_pct: 1.779
  compound_area_share_pct: 0
  ys_top_cells_by_area: "dfrtp_1 57%, xnor2_1 15%, nand2_1 3.7%"
  ys_seq_elements: 16
worst_setup_path:
  crit_fanout: 3
  r2r-end: "distance_raw[13]"
  rr_worst_depth: 4
  crit_arrival_ns: 2.04
  path_buffers: 1
  startpoint_type: "primary input"
  critical_path_class: "in2reg"
  crit_top_cell: "nand4_1"
  worstReg2RegStart: "distance_raw[5]"
  critPathCaptureType: "register"
  path_delay_family: "simple AND/OR/NAND/NOR gates"
  crit_slowest_cell: "clkdlybuf4s50_1"
  required_ns: 3.14
  max_stage_delay_ns: 0.50
  crit_chain: "clkdlybuf4s50_1 > nand4_1 > nor4_1 > nand4_1 > xnor2_1"
  r2r_slack_ns: 1.43
min_path:
  hold_path_depth: 1
  worstHoldStart: "distance_raw[15]"
  hold_path.class: "reg2reg"
  hold_end: "distance_raw[15]"
grt:
  grt_pass1_wl_um: 2628
  track_usage_pct: 4.304
  grt_pass1_vias: 529
  grt_max_degree: 17
  grt.overflow.total: 0
  antenna_found_initial: 0
run:
  warnings: 25
  maxCapViolations: 0
outcome:
  status: "finished clean"
clocking:
  cts_tree: "built"
  cts_resized: 0
  clock_path_buffers: 2
  clock_tree.root_cell: "clkbuf_8"
  cts.sinks: 16
  clock.latency.late_pin_ns: 0.25
  cts_setup_buffers: 0
  cts_buffers: 3
  htreeDepth: 1
  clk_pin_slew_ns: 0.07
  cts.hold.buffers_added: 0
power:
  ir_drop_mv: 0.3425
  p_total_mw: 0.6279
  p_leak_nw: 0.4262
  power.density_nw_per_um2: 621.1
die:
  die_h_um: 85
  die_width_um: 85
  ios: 20
  coreArea_um2: 4058
  die-area_um2: 7225
  num_rows: 23
  fp_util_pct: 17.33
drt:
  vias: 512
  firstDrtPassIters: 4
  routedWlPerCell_um: 11.44
  antenna_left: 0
  wl_um: 1545
  n_antenna_cell: 0
  viasPerCell: 3.793
  drt_iter0_drc: 14
  post-route-drc-count: 0
sta:
  period_needed_ns: 1.900
  slew_headroom_pct: 59.86
  rsz0062_at_grt: "no"
  hold_viol: 0
  max_freq_mhz: 526.4
  worstMarginPinSlew_ns: 0.6015
  setup_viol: 0
  finalClockSkew_ns: 0.006034
  period_used_pct: 63.32
  setup_tns_ns: 0
  finalMaxSlewViolations: 0
  whs_ns: 0.4658
final_layout:
  n_fill_cell: 409
  largest_reg_flops: 16
  syn2layout_area_growth_pct: 43.77
  reg_top3: "distance_raw: 16 flops"
  fin_area_um2: 1011
  drive_gt1_share_pct: 11.76
  regMostFlops: "distance_raw"
  instances_no_fill: 135
placed_design:
  placed_area_um2: 955.9
  portBuffers: 19
  place_inst: 131
  gp_congestion: 0.8108
  post-dp-hpwl_um: 1202
==> worst register-to-register path: stages (launching register included) <==
cell and delay, ns:
dfrtp_1 0.47, nand4_2 0.16, nor4_1 0.51, nand4_1 0.18, xnor2_1 0.15
==> report_power, final <==
part	total [mW]	switching [mW]	leakage, nW	internal, mW
clock	0.190	0.0736	0.0288	0.116
sequential	0.302	0.0479	0.204	0.254
combinational	0.136	0.0358	0.194	0.0999
==> kinds of logic (layout without fill, tap and decap cells) <==
family | after synthesis | in the layout
XOR/XNOR | 15 | 15
adder cells (fa/ha/maj) | 1 | 1
buffers and inverters | 4 | 27
flip-flops | 16 | 16
multiplexers | 1 | 1
AND/OR/NAND/NOR | 25 | 25
==> how the worst max path moves through the flow <==
| stage | start | endpoint | slack [ns] | depth (start not counted) |
|---|---|---|---|---|
| after CTS | enable_count | distance_raw[13] | 1.08 | 5 |
| after global routing | enable_count | distance_raw[13] | 0.99 | 5 |
| final | enable_count | distance_raw[13] | 1.10 | 5 |
==> per-layer routing <==
| metal | track usage [%] | routed length, µm | vias up |
|---|---|---|---|
| li1 | - | - | 249 |
| met1 | 6.319 | 822 | 242 |
| met2 | 5.586 | 579 | 19 |
| met3 | 2.312 | 137 | 2 |
| met4 | 0.2994 | 6 | 0 |
| met5 | 0 | 0 | - |
==> placed cells by master (no fill, tap or decap) <==
cell             Yosys  routed
clkbuf_8             0       4
clkdlybuf4s50_1      0      19
dfrtp_1             16      16
ha_1                 1       1
inv_1                4       4
mux2_2               1       1
nand2_1              7       7
nand3_1              2       2
nand4_1              4       4
nand4_2              1       1
nor2_1               6       6
nor2_2               1       1
nor4_1               1       1
or2_2                2       2
or4_4                1       1
xnor2_1             12      12
xor2_1               3       3
==> layout make-up <==
class | count | area [µm²] | share of cell area [%]
clock buffer | 4 | 55.05 | 5.446
inverter | 4 | 15.01 | 1.485
multi-input combinational | 42 | 287.8 | 28.47
sequential | 16 | 400.4 | 39.60
tap | 50 | 62.56 | 6.188
timing repair buffer | 19 | 190.2 | 18.81
==> stage by stage <==
step                      util, %  setup slack [ns]
after global placement      23.56            0.9073
final                       24.92             1.100
after detailed placement    23.56            0.8122
after floorplan                 -             1.506
after global routing        24.92            0.9861
after CTS                   24.92             1.081
==> synthesized netlist by cell type, drive strengths merged <==
cell / n
ha: 1
dfrtp: 16
nor2: 7
or4: 1
xor2: 3
nor4: 1
nand3: 2
or2: 2
mux2: 1
xnor2: 12
inv: 4
nand4: 5
nand2: 7
Power and IR drop assume default switching activity.
