==> /design/flow/design.v <==
module trigger_generator (
    input wire clk, reset,
    input wire start_trigger,     
    output reg trigger_pulse,
    output reg trigger_done       
);
    reg [9:0] count;
    always @(posedge clk or posedge reset) begin
        if (reset) begin
            count <= 0;
            trigger_pulse <= 0;
            trigger_done <= 0;
        end else if (start_trigger) begin
            if (count < 200) begin
                count <= count + 1;
                trigger_pulse <= 1;   
                trigger_done <= 0;
            end else begin
                trigger_pulse <= 0;   
                trigger_done <= 1;    
            end
        end else begin
            count <= 0;
            trigger_pulse <= 0;
            trigger_done <= 0;
        end
    end
endmodule
==> /design/flow/run.sh <==
#!/bin/bash
# OpenROAD 26Q1-2900-gdf79404cd8, Yosys 0.63+post, stock flow scripts
make -C /OpenROAD-flow-scripts/flow DESIGN_CONFIG=/design/flow/config.mk WORK_HOME=/design/flow/orfs finish
==> /design/flow/config.mk <==
export PLATFORM = sky130hd
export DESIGN_NAME = trigger_generator
export DESIGN_NICKNAME = trigger_generator
export VERILOG_FILES = /design/flow/design.v
export SDC_FILE = /design/flow/constraint.sdc
export NUM_CORES = 4
export LEC_CHECK = 1
export CORE_AREA = 10 10 84 84
export DIE_AREA = 0 0 94 94
==> /design/flow/constraint.sdc <==
current_design trigger_generator

set clk_period 1.9
set clk_io_pct 0.2

create_clock -name clk0 -period $clk_period [get_ports {clk}]

set non_clock_inputs [all_inputs -no_clocks]
set_input_delay [expr $clk_period * $clk_io_pct] -clock clk0 $non_clock_inputs
set_output_delay [expr $clk_period * $clk_io_pct] -clock clk0 [all_outputs]
==> results.rst <==
Synthesis and place-and-route
=============================

.. list-table::
   :header-rows: 1

   * - Metric
     - Value
   * - Share of synthesized area occupied by flip-flops and latches
     - 0.522
   * - Area of the core
     - ~5200 um2
   * - Worst R2R Path Depth
     - 3
   * - Summed instance area of the synthesized netlist
     - about 580 um2
   * - Max Clock Freq
     - around 0.67 GHz
   * - Instance tally after logic synthesis
     - about 53
   * - Clock buffer count from CTS
     - 3
   * - Data required time at the worst endpoint
     - 2.06 ns
   * - Crit-path cells
     - a211o_1, or4_1, a21boi_1
   * - Status
     - complete, no violations
   * - Peak ir drop on the vdd network
     - ~380 uV
   * - Hold-fix buffers, CTS
     - 0
   * - Element type at the critical path end
     - register
   * - TritonCTS clock tree
     - done
   * - Worst-case register-to-register setup slack
     - approximately 0.4 ns
   * - Skew final
     - between 0.002 and 0.0025 ns
   * - Setup tns final
     - 0 ns
   * - Count of buffers added by post-CTS timing repair for setup
     - 0
   * - Synthesized flop and latch total
     - 12
   * - Post-route fraction of the period consumed by the critical path
     - 0.784
   * - Post-CTS Resized
     - 0
   * - Slew HR
     - 0.691
   * - Routability cong.
     - 0.814
   * - Critical Path Start
     - count[8]$_DFFE_PP0P_
   * - Vias in the first global route
     - approximately 430
   * - Commonest cells after routing, fill and taps aside
     - 12 x sky130_fd_sc_hd__dfrtp_1, 9 x sky130_fd_sc_hd__nand2_1, 5 x sky130_fd_sc_hd__mux2i_1, 4 x sky130_fd_sc_hd__nand2b_1, 4 x sky130_fd_sc_hd__clkdlybuf4s50_1
   * - Clk latency late pin
     - roughly 0.23 ns
   * - Level count of the clock H-tree
     - 1
   * - Iteration count of the initial detailed-routing pass
     - 4
   * - Buffers & Inverters on Critical Path
     - 0
   * - Vias per cell
     - approximately 3.2
   * - Kind of critical path
     - reg -> reg
   * - Count of instantiated cells in the yosys netlist
     - roughly 53
   * - Leakage power
     - between 0.3 and 0.4 nW
   * - Cell at the root of the clock tree
     - sky130_fd_sc_hd__clkbuf_8
   * - Worst-Margin Slew
     - 0.463 ns
   * - Final routed wire length divided by cell count
     - a little over 8 um
   * - Commonest Layout Cell
     - sky130_fd_sc_hd__dfrtp_1
   * - Total of buffers placed on input and output ports
     - 4
   * - Maximum fanout along the worst path
     - 5
   * - Final non-filler cell area
     - ~750 um2
   * - Library cell contributing the largest single delay on the critical path
     - sky130_fd_sc_hd__or4_1
   * - Total power
     - 521 uW
   * - Stage delay of the slowest cell on the critical path
     - ~0.48 ns
   * - Maximum Capacitance Violations
     - 0
   * - Total routing usage reported by global routing
     - 0.0262
   * - Number of DRC violations after detailed routing
     - 0
   * - Setup repair after global routing missed its margin
     - false
   * - Number of endpoints failing setup at the final stage
     - 0
   * - Min Clock Period, post-route
     - roughly 1.5 ns
   * - Largest net degree at the start of global routing
     - 13
   * - CP top delay family
     - AND-OR/OR-AND gates
   * - Startpoint of the lowest-slack register-to-register path
     - count[8]$_DFFE_PP0P_
   * - Routed wire length
     - ~1100 um
   * - Final number of hold-violating endpoints
     - 0
   * - X dimension of the die
     - ~94 um
   * - Ports placed on the boundary
     - 5
   * - Power Dens Cells
     - approximately 700 nW/um2
   * - Max-slew violation count
     - 0
   * - TritonCTS Sinks
     - 12
   * - Fill cells
     - about 600
   * - Total of warnings raised by yosys
     - 1
   * - OpenROAD warning count
     - 25
   * - Final antenna diode count
     - 0
   * - HP Class
     - in -> async
   * - Endpoint arrival time on the critical path
     - ~1.7 ns
   * - Distinct cell type count of the synthesized netlist
     - 23
   * - Critical Path Source Type
     - register
   * - Chip Area, Yosys
     - ~580 um2
   * - Placed cell area
     - just over 700 um2
   * - Post-Synthesis Mean Instance Area
     - between 10 and 15 um2
   * - Wire length of the first global-routing pass
     - 1960 um
   * - Number of routed nets with antenna violations
     - 0
   * - Initial antenna violation count
     - 0
   * - Layout Area Growth over Synthesis
     - 30.0%
   * - Fraction of layout instances using a drive strength above 1
     - 0.100
   * - Vias post-DR
     - around 410
   * - Register clock-pin slew on the reported worst setup and hold paths
     - 0.05 ns
   * - Detailed router's first-iteration violation count
     - 23
   * - Worst-case clock buffer depth
     - 2
   * - Starting utilization of the core area
     - 0.111
   * - Die ar.
     - between 8000 and 9000 um2
   * - Floorplan die height
     - 94 um
   * - Overall overflow remaining after global route
     - 0
   * - Number of core rows
     - 26
   * - Worst flop-to-flop path endpoint
     - count[5]$_DFFE_PP0P_
cells in the mapped netlist:
| master | n | area, um2 |
|---|---|---|
| sky130_fd_sc_hd__dfrtp_1 | 12 | 300 |
| sky130_fd_sc_hd__nand2b_1 | 4 | 25.0 |
| sky130_fd_sc_hd__a21boi_1 | 1 | 7.51 |
| sky130_fd_sc_hd__nor3_2 | 1 | 10.0 |
| sky130_fd_sc_hd__inv_1 | 2 | 7.51 |
| sky130_fd_sc_hd__o311a_1 | 1 | 10.0 |
| sky130_fd_sc_hd__nor3_1 | 1 | 5.00 |
| sky130_fd_sc_hd__mux2i_1 | 5 | 50.1 |
| sky130_fd_sc_hd__ha_1 | 1 | 12.5 |
| sky130_fd_sc_hd__nand3_1 | 2 | 10.0 |
| sky130_fd_sc_hd__nor4b_1 | 1 | 8.76 |
| sky130_fd_sc_hd__clkbuf_1 | 1 | 3.75 |
| sky130_fd_sc_hd__a22o_1 | 1 | 8.76 |
| sky130_fd_sc_hd__a211o_1 | 1 | 8.76 |
| sky130_fd_sc_hd__o31ai_1 | 1 | 7.51 |
| sky130_fd_sc_hd__nor2_1 | 1 | 3.75 |
| sky130_fd_sc_hd__o311ai_0 | 1 | 8.76 |
| sky130_fd_sc_hd__nand2_1 | 9 | 33.8 |
| sky130_fd_sc_hd__o41ai_1 | 1 | 8.76 |
| sky130_fd_sc_hd__and2_1 | 3 | 18.8 |
| sky130_fd_sc_hd__or4_1 | 1 | 7.51 |
| sky130_fd_sc_hd__nor2b_1 | 1 | 6.26 |
| sky130_fd_sc_hd__nor4_2 | 1 | 12.5 |
final cells by class:
class,count,area [um2],share of cell area
well taps,70,87.6,0.117
flip-flops and latches,12,300,0.401
inverters,2,7.51,0.0100
multi-input cells,38,264,0.353
repair buffers,5,47.5,0.0635
clock buffers,3,41.3,0.0552
per-layer routing:
metal | vias to the layer above | global-route usage | routed length (um)
li1 | 208 | - | -
met1 | 196 | 0.0336 | 501
met2 | 4 | 0.0421 | 509
met3 | 2 | 0.00808 | 35
met4 | 0 | 0.00633 | 12
met5 | - | 0 | 0
sequential cells by signal (all words and copies together), names as in the netlist:
name and cells:
count 10, trigger_done 1, trigger_pulse 1
cell families (layout without fill, tap and decap cells):
family / after synthesis / in the layout / synth area share
AND-OR/OR-AND: 7 / 7 / 0.104
adder cells (fa/ha/maj): 1 / 1 / 0.0217
buffers and inverters: 3 / 10 / 0.0196
flip-flops: 12 / 12 / 0.522
multiplexers: 5 / 5 / 0.0870
AND/OR/NAND/NOR: 25 / 25 / 0.246
through the flow:
step / utilization / worst slack (ns) / cells / hold WS (ns)
after floorplan: - / 0.511 / 53 / 0.245
after global placement: 0.136 / 0.396 / 127 / 0.531
after detailed placement: 0.136 / 0.352 / 127 / 0.535
after CTS: 0.144 / 0.403 / 130 / 0.484
after global routing: 0.144 / 0.282 / 130 / 0.508
final: 0.144 / 0.411 / 130 / 0.468
where the power goes:
part	internal, mW	switching, mW
Sequential	0.262	0.00479
Combinational	0.0155	0.0166
Clock	0.139	0.0829
worst max-delay path by stage:
stage	to	cells past startpoint	slack, ns
4_1_cts	count[2]$_DFFE_PP0P_	3	0.40
6_report	count[5]$_DFFE_PP0P_	3	0.41
5_1_grt	count[5]$_DFFE_PP0P_	3	0.28
Power is estimated from default activity; no workload was simulated.
