--- /design/flow/run.sh ---
#!/bin/bash
# OpenROAD 26Q1-2900-gdf79404cd8, Yosys 0.63+post, stock flow scripts
make -C /OpenROAD-flow-scripts/flow DESIGN_CONFIG=/design/flow/config.mk WORK_HOME=/design/flow/orfs finish
--- /design/flow/config.mk ---
export PLATFORM = sky130hd
export DESIGN_NAME = fsm_controller
export DESIGN_NICKNAME = fsm_controller
export VERILOG_FILES = /design/flow/design.v
export SDC_FILE = /design/flow/constraint.sdc
export NUM_CORES = 4
export LEC_CHECK = 1
export CORE_AREA = 10 10 70 70
export DIE_AREA = 0 0 80 80
--- /design/flow/constraint.sdc ---
current_design fsm_controller

set clk_period 1.0
set clk_io_pct 0.2

create_clock -name clk0 -period $clk_period [get_ports {clk}]

set non_clock_inputs [all_inputs -no_clocks]
set_input_delay [expr $clk_period * $clk_io_pct] -clock clk0 $non_clock_inputs
set_output_delay [expr $clk_period * $clk_io_pct] -clock clk0 [all_outputs]
--- /design/flow/design.v ---
module fsm_controller (
    input wire clk, reset,
    input wire trigger_done,      
    input wire echo_pulse,        
    output reg start_trigger,     
    output reg enable_echo_count, 
    output reg clear_registers    
);
    localparam IDLE=3'b000, TRIG=3'b001, WAIT=3'b010, MEASURE=3'b011, ANALYZE=3'b100;
    reg [2:0] current_state, next_state;
    always @(posedge clk or posedge reset) begin
        if (reset) current_state <= IDLE;
        else current_state <= next_state;
    end
    always @(*) begin
        next_state = current_state;
        start_trigger = 0; enable_echo_count = 0; clear_registers = 0;
        case (current_state)
            IDLE: begin clear_registers = 1; next_state = TRIG; end
            TRIG: begin start_trigger = 1; if (trigger_done) next_state = WAIT; end
            WAIT: begin if (echo_pulse) next_state = MEASURE; end
            MEASURE: begin enable_echo_count = 1; if (!echo_pulse) next_state = ANALYZE; end
            ANALYZE: begin next_state = IDLE; end
            default: next_state = IDLE;
        endcase
    end
endmodule
==> metrics.log <==
[metrics] run summary
INFO  metric violations_in_the_final_reports = negative setup slack
INFO  metric die_x = 80 um
INFO  metric post_synth_num_cell_types = 8
INFO  metric worstPathMaxFanout = 2
INFO  metric mappedNetlistArea = 171 um2
INFO  metric critical_path.reg2reg.startpoint = current_state[3]$_DFF_PP0_
INFO  metric worst_skew = 0.00186 ns
INFO  metric ys_seq_share = 73.7%
INFO  metric post-route-period-util = 105%
INFO  metric fp.dieH = 80 um
INFO  metric htreeDepth = 1
INFO  metric maximum_number_of_pins_on_one_net_before_global_route_repair = 6
INFO  metric final_global_route_overflow_total = 0
INFO  metric yosys_cells = 13
INFO  metric dpl-instance-area = 297 um2
INFO  metric synthesis_to_layout_area_growth = 88.3%
INFO  metric yosys_register_bits = 5
INFO  metric timing.critical_path.cells = buf_2
INFO  metric final_area = 323 um2
INFO  metric crit_buf_inv = 1
INFO  metric clkSinkCount = 5
INFO  metric lay_top_cells = sky130_fd_sc_hd__dfrtp_1, sky130_fd_sc_hd__inv_1, sky130_fd_sc_hd__clkbuf_4, sky130_fd_sc_hd__clkdlybuf4s50_1, sky130_fd_sc_hd__buf_4
INFO  metric r2r-end = current_state[3]$_DFF_PP0_
INFO  metric critical_path_endpoint_category = output pin
INFO  metric final_layout_top_logic_cell = sky130_fd_sc_hd__dfrtp_1
INFO  metric boundary_pin_count = 7
INFO  metric worstMarginPinSlew = 0.183 ns
INFO  metric power.static_leakage = 0.000155 uW
INFO  metric post_route_cells_drive_above_1_share = 42.3%
INFO  metric gp_routability_congestion = 0.703
INFO  metric drcViolationCount = 0
INFO  metric sequential_cell_area = 126 um2
INFO  metric timing.final.setup_violations = 1
INFO  metric drv.max_cap_violation_count = 0
INFO  metric clk_latency = 0.24 ns
INFO  metric endpoint_required_time_on_the_critical_path = 0.80 ns
INFO  metric largest_register_ffs = 5
INFO  metric comb_area = 33.8 um2
INFO  metric worst_path_dominant_cell_family = flip-flops
INFO  metric warnings = 27
INFO  metric via_per_inst = 1.88
INFO  metric hold-worst-slack = 0.170 ns
INFO  metric initialDrtViolationCount = 21
INFO  metric maximum_achievable_frequency = 952 MHz
INFO  metric fin_ws = -0.0503 ns
INFO  metric dieArea = 6400 um2
INFO  metric final_antenna_net_count = 0
INFO  metric floorplan.core_util = 5.02%
INFO  metric dr_total_vias = 135
INFO  metric power_density = 1670 nW/um2
INFO  metric placeableCoreArea = 3420 um2
INFO  metric ff2ff_setup_slack = 0.11 ns
INFO  metric number_of_antenna_violations_at_the_first_check_in_global_routing = 0
INFO  metric n_antenna_cell = 0
INFO  metric internal-power = 420 uW
INFO  metric hold_path_class = input port to asynchronous set/reset pin
INFO  metric hold_buffers = 0
INFO  metric power.ir.vdd_worst = 0.346 mV
INFO  metric yosysWarnings = 1
INFO  metric dp_slack = -0.161 ns
INFO  metric timing.slew.headroom = 87.8%
INFO  metric p_sw = 120 uW
INFO  metric drt-pass1-iter-count = 2
INFO  metric largest_regs = current_state: 5 flops
INFO  metric final.min_clock_period = 1.05 ns
INFO  metric critical-path-slowest-cell = sky130_fd_sc_hd__dfstp_2
INFO  metric totalWireLength = 481 um
INFO  metric startpoint_type = flop
INFO  metric power_switching_share = 22.2%
INFO  metric rr_worst_depth = 3
INFO  metric rsz_0062_raised_after_global_routing = yes
INFO  metric critPathArrivalTime = 0.85 ns
INFO  metric final-max-slew-violation-count = 0
INFO  metric cts_tree = yes
INFO  metric nFillCells = 405
INFO  metric p_clk_share = 43.9%
INFO  metric cts-buffers-inserted = 3
INFO  metric grt_use_total = 1.76%
INFO  metric post_drt_wl_per_cell = 6.68 um
INFO  metric logic_pwr_share = 13.0%
INFO  metric per_instance_average_area_after_synthesis = 13.2 um2
INFO  metric hold_violation_count_in_the_final_report = 0
INFO  metric crit_type = flop to output pin
INFO  metric worst_path_largest_cell_delay = 0.52 ns
INFO  metric postSynthCellCount = 13
INFO  metric clock_pin_slew_worst_setup_and_hold_paths = 0.05 ns
INFO  metric root_buffer = sky130_fd_sc_hd__clkbuf_4
INFO  metric via_count_of_the_first_global_routing_pass = 149
INFO  metric share_seq_of_total_power = 43.1%
INFO  metric io_buffer_count = 6
INFO  metric yosysChipArea = 171 um2
INFO  metric status = finished, violations left
INFO  metric grt_pass1_wl = 752 um
INFO  metric row_count = 21
INFO  metric register_with_the_most_flip_flops = current_state
INFO  metric ctsLongestPathBuffers = 2
[final cells by class]
class | count | share of cell area [%]
sequential | 5 | 39.1
timing repair buffer | 9 | 20.9
tap | 46 | 17.8
multi-input combinational | 5 | 10.5
clock buffer | 4 | 8.14
inverter | 3 | 3.49
[logic make-up after synthesis]
kind of cell,count (synthesis),synth area share [%]
AOI/OAI and AO/OA,3,13.9
and+or+nand+nor,2,5.84
DFF,5,73.7
buffers and inverters,3,6.57
[power groups by stage]
| stage | clock network [uW] | logic [uW] | registers, uW |
|---|---|---|---|
| CTS | 251 | 66.6 | 233 |
| global route | 279 | 78.1 | 234 |
| finish | 237 | 70.4 | 232 |
[Yosys cell counts]
library cell / number / share of area [%]
sky130_fd_sc_hd__o21ai_2: 1 / 5.1
sky130_fd_sc_hd__dfrtp_1: 4 / 58
sky130_fd_sc_hd__inv_1: 3 / 6.6
sky130_fd_sc_hd__o21a_1: 1 / 4.4
sky130_fd_sc_hd__a21o_1: 1 / 4.4
sky130_fd_sc_hd__nor2b_1: 1 / 3.7
sky130_fd_sc_hd__dfstp_2: 1 / 15
sky130_fd_sc_hd__nand2_1: 1 / 2.2
[worst max path at each step]
stage	startpoint	endpoint	slack, ns	cells past startpoint
finish	current_state[0]$_DFF_PP1_	clear_registers	-0.05	1
CTS	current_state[0]$_DFF_PP1_	clear_registers	-0.06	1
global route	current_state[0]$_DFF_PP1_	clear_registers	-0.1	1
[what timing repair did]
action,CTS,global route
resized,9,1
pin swaps,0,0
setup endpoints to repair,3,3
setup buffers,1,1
[routing by layer]
layer,vias up,part of all wire (%),GRT usage [%]
li1,66,-,-
met1,59,43,1.67
met2,10,24,1.36
met3,0,33,3.64
met4,0,0,0.352
met5,-,0,0
[per-stage QoR]
| step | total power, uW | TNS [ns] | instances | utilization, % |
|---|---|---|---|---|
| finish | 540 | -0.0503 | 72 | 9.45 |
| global route | 591 | -0.0985 | 72 | 9.45 |
| CTS | 550 | -0.0575 | 71 | 9.38 |
| floorplan | 253 | 0 | 13 | - |
| global placement | 301 | -0.220 | 66 | 8.68 |
| detailed placement | 304 | -0.205 | 66 | 8.68 |
Power and IR drop assume default switching activity.
